## flow/run.sh

```bash
#!/bin/bash
# OpenROAD 26Q1-2900-gdf79404cd8, Yosys 0.63+post, stock flow scripts
make -C /OpenROAD-flow-scripts/flow DESIGN_CONFIG=/design/flow/config.mk WORK_HOME=/design/flow/orfs finish
```

## flow/config.mk

```make
export PLATFORM = sky130hd
export DESIGN_NAME = Traffic_Light_Controller
export DESIGN_NICKNAME = Traffic_Light_Controller
export VERILOG_FILES = /design/flow/design.v
export SDC_FILE = /design/flow/constraint.sdc
export NUM_CORES = 4
export LEC_CHECK = 1
export CORE_AREA = 10 10 75 75
export DIE_AREA = 0 0 85 85
```

## flow/constraint.sdc

```tcl
current_design Traffic_Light_Controller

set clk_period 2.6
set clk_io_pct 0.2

create_clock -name clk0 -period $clk_period [get_ports {clk}]

set non_clock_inputs [all_inputs -no_clocks]
set_input_delay [expr $clk_period * $clk_io_pct] -clock clk0 $non_clock_inputs
set_output_delay [expr $clk_period * $clk_io_pct] -clock clk0 [all_outputs]
```

## flow/design.v

```verilog
`timescale 1ns / 1ps
module Traffic_Light_Controller(
    input clk,rst,
    output reg [2:0]light_M1,
    output reg [2:0]light_S,
    output reg [2:0]light_MT,
    output reg [2:0]light_M2 
	 );
    parameter  S1=0, S2=1, S3 =2, S4=3, S5=4,S6=5;
    reg [3:0]count;
    reg[2:0] ps;
    parameter  sec7=7,sec5=5,sec2=2,sec3=3;
    always@(posedge clk or posedge rst)
        begin
        if(rst==1)
        begin
        ps<=S1;
        count<=0;
        end
        else 
            case(ps)
                S1: if(count<sec7)
                        begin
                        ps<=S1;
                        count<=count+1;
                        end
                    else
                        begin
                        ps<=S2;
                        count<=0;
                        end
                S2: if(count<sec2)
                        begin
                        ps<=S2;
                        count<=count+1;
                        end
                    else
                        begin
                        ps<=S3;
                        count<=0;
                        end
              S3: if(count<sec5)
                        begin
                        ps<=S3;
                        count<=count+1;
                        end
                    else
                        begin
                        ps<=S4;
                        count<=0;
                        end
                S4:if(count<sec2)
                        begin
                        ps<=S4;
                        count<=count+1;
                        end
                    else
                        begin
                        ps<=S5;
                        count<=0;
                        end
                S5:if(count<sec3)
                        begin
                        ps<=S5;
                        count<=count+1;
                        end
                    else
                        begin
                        ps<=S6;
                        count<=0;
                        end
                S6:if(count<sec2)
                        begin
                        ps<=S6;
                        count<=count+1;
                        end
                    else
                        begin
                        ps<=S1;
                        count<=0;
                        end
                default: ps<=S1;
                endcase
            end   
            always@(ps)    
            begin   
           case(ps)          
                    S1:
                    begin
                       light_M1<=3'b001;
                       light_M2<=3'b001;
                       light_MT<=3'b100;
                       light_S<=3'b100;
                    end
                    S2:
                    begin 
                       light_M1<=3'b001;
                       light_M2<=3'b010;
                       light_MT<=3'b100;
                       light_S<=3'b100;
                    end
                    S3:
                    begin
                       light_M1<=3'b001;
                       light_M2<=3'b100;
                       light_MT<=3'b001;
                       light_S<=3'b100;
                    end
                    S4:
                    begin
                       light_M1<=3'b010;
                       light_M2<=3'b100;
                       light_MT<=3'b010;
                       light_S<=3'b100;
                    end
                    S5:
                    begin
                       light_M1<=3'b100;
                       light_M2<=3'b100;
                       light_MT<=3'b100;
                       light_S<=3'b001;
                    end
                    S6:
                    begin 
                       light_M1<=3'b100;
                       light_M2<=3'b100;
                       light_MT<=3'b100;
                       light_S<=3'b010;
                    end
  default:
                    begin 
                       light_M1<=3'b000;
                       light_M2<=3'b000;
                       light_MT<=3'b000;
                       light_S<=3'b000;
                    end
                  endcase
            end                         
endmodule
```

==> flow_metrics.env <==
# implementation run metrics
export IMPL_synth_area_sq_um=673.1
export IMPL_antenna_left=0
export IMPL_cp_max_fo=7
export IMPL_layout_top_cell="clkdlybuf4s50_1"
export IMPL_chipArea_sq_um=7225
export IMPL_syn_inst=77
export IMPL_ys_area_sq_um=673.1
export IMPL_ys_sh_mux_pct=1.487
export IMPL_ys_cells=77
export IMPL_drt_iter0_drc=43
export IMPL_holdBufCountCts=0
export IMPL_fp_row_count=23
export IMPL_place_area_sq_um=797.0
export IMPL_cp_arrival_ns=1.77
export IMPL_grt_ovfl_total=0
export IMPL_drive_gt1_share_pct=16.67
export IMPL_finalSetupViolCount=0
export IMPL_grt_pass1_wl_microns=2546
export IMPL_hold_viol=0
export IMPL_finalCritPeriodShare_pct=87.95
export IMPL_crit_type="flip-flop to output port"
export IMPL_dpl_hpwl_microns=1124
export IMPL_fillCellCount=430
export IMPL_rsz0062_at_grt="no"
export IMPL_grt_pass1_vias=540
export IMPL_die_x_microns=85
export IMPL_cts_made_buffers=3
export IMPL_clock_root_buffer="clkbuf_8"
export IMPL_most_common_layout_cells="clkdlybuf4s50_1, dfrtp_1, nor2_1, inv_1"
export IMPL_hold_class="flip-flop to flip-flop"
export IMPL_drc_errors=0
export IMPL_postSynthSeqShare_pct=37.36
export IMPL_status="finished, final reports clean"
export IMPL_dieHeight_microns=85
export IMPL_clock_fmax_mhz=437.3
export IMPL_final_area_sq_um=852.1
export IMPL_cp_start_kind="flip-flop"
export IMPL_yosys_area_share_simple_pct=25.65
export IMPL_gp_congestion=0.8332
export IMPL_xor_share_pct=0
export IMPL_yosysTopAreaCell="dfrtp_1"
export IMPL_top_area_share_pct=33.46
export IMPL_wl_per_cell_microns=11.31
export IMPL_syn_to_final_growth_pct=26.58
export IMPL_post_cts_resized=0
export IMPL_syn_area_per_cell_sq_um=8.742
export IMPL_period_minus_slack_ns=2.287
export IMPL_ys_ff=10
export IMPL_antenna_found_initial=0
export IMPL_routed_wl_microns=1516
export IMPL_leakagePower_nw=0.3533
export IMPL_synth_distinct_cells=32
export IMPL_cp_end_kind="output port"
export IMPL_hold_ws_ns=0.5225
export IMPL_num_vias=562
export IMPL_clkLatencyLatePin_ns=0.23
export IMPL_io_buffers=13
export IMPL_final_max_slew_violation_count=0
export IMPL_cts_tree="yes"
export IMPL_max_cap_violations=0
export IMPL_antenna_cells=0
export IMPL_power_density_nw_per_um2=412.8
export IMPL_fp_util_pct=16.59
export IMPL_viasPerCell=4.194
export IMPL_postLayoutCoreUtil_pct=21.00
export IMPL_skew_ns=0.002875
export IMPL_required_ns=2.08
export IMPL_ys_top_logic_family="simple AND/OR/NAND/NOR gates"
export IMPL_ir_worst_vdd_v=0.0001247
export IMPL_topCellsByArea="dfrtp_1, dfstp_2, nor2_1"
export IMPL_adder_share_pct=3.717
export IMPL_worstMarginPinSlew_ns=0.3627
export IMPL_clock_sinks=10
export IMPL_cts_setup_buffers=0
export IMPL_ctsLongestPathBuffers=2
export IMPL_relSlewSlack_pct=75.19
export IMPL_ioPinCount=14
export IMPL_cts_clk_slew_worst_paths_ns=0.05
export IMPL_first_pass_iters=5
export IMPL_grt_max_degree=12
export IMPL_ys_warn_count=1
export IMPL_warning_count=26
export IMPL_core_area_sq_um=4058
export IMPL_synthAoiAreaFrac_pct=18.22
export IMPL_grt_util_all_layers_pct=4.148
export IMPL_fin_tns_setup_ns=0
export IMPL_htreeDepth=1
==> cell families after synthesis <==
logic type	count (synthesis)
buffers and inverters	16
flip-flops	10
adder cells (fa/ha/maj)	2
AND-OR/OR-AND	18
multiplexers	1
AND/OR/NAND/NOR	30
==> worst paths after layout <==
kind / depth (start not counted) / from / end / slack (ns)
min in group asynchronous: 2 / rst / count[1]$_DFFE_PP0P_ / 0.57
setup / recovery: 3 / ps[4]$_DFF_PP0_ / light_MT[2] / 0.31
setup reg to reg: 5 / count[1]$_DFFE_PP0P_ / count[0]$_DFFE_PP0P_ / 0.97
max in group asynchronous: 2 / rst / ps[0]$_DFF_PP1_ / 1.72
hold / removal: 1 / count[0]$_DFFE_PP0P_ / count[0]$_DFFE_PP0P_ / 0.52
hold reg to reg: 1 / count[0]$_DFFE_PP0P_ / count[0]$_DFFE_PP0P_ / 0.52
==> stage by stage <==
stage          total power [W]  cells  worst slack [ns]
6_report             0.0003517    134            0.3133
5_1_grt              0.0003706    134            0.2373
4_1_cts              0.0003576    134            0.2993
3_5_place_dp         0.0001634    130            0.5597
3_3_place_gp         0.0001634    130            0.5747
2_1_floorplan        0.0001609     77             1.064
==> per-layer routing <==
| metal | wire [microns] | vias to the layer above | global-route usage [%] | share of wire, % |
|---|---|---|---|---|
| met5 | 0 | - | 0 | 0 |
| met2 | 618 | 17 | 5.450 | 41 |
| li1 | - | 274 | - | - |
| met4 | 12 | 0 | 0.8982 | 0.79 |
| met1 | 725 | 269 | 5.727 | 48 |
| met3 | 159 | 2 | 2.312 | 10 |
==> Yosys cell counts (all sizes together) <==
library cell,count
a2111oi,1
clkbuf,7
dfrtp,9
a2bb2oi,1
or4,2
mux2i,1
or3,3
or2,1
o21ai,5
ha,2
a22oi,1
nor2b,1
a21boi,1
inv,6
nor3,5
dlygate4sd3,1
nand2b,2
nor2,9
nand4b,1
buf,2
a31oi,1
a22o,1
or2b,1
o31ai,2
dfstp,1
a21oi,5
nand2,5
==> critical path, stage by stage, from the launching register on <==
cell,delay [ns]
dfrtp_1,0.44
or2_2,0.37
or3_1,0.31
clkdlybuf4s50_1,0.41
==> cell type report <==
cell class                 count  area, sq um  share of cell area [%]
clock buffer                   4        55.05                   6.461
inverter                       6        22.52                   2.643
multi-input combinational     51        330.3                   38.77
sequential                    10        251.5                   29.52
tap                           50        62.56                   7.342
timing repair buffer          13        130.1                   15.27
==> where the power goes <==
group	switching (W)	total [W]	internal [W]
sequential	0	0.000156	0.000156
clock	0.0000582	0.000191	0.000133
combinational	0.00000311	0.00000452	0.00000140
total	0.0000613	0.000352	0.000290
==> registers in the layout, indices dropped and copies added (netlist names) <==
signal  count
count       4
ps          6
No activity file was given, so power comes from the tool's default toggle rates.
